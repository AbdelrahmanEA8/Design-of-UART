==> /design/flow/design.v <==
module FSM_RX(
    input RX_IN,
    input clk,
    input rst,
    input [5:0] edge_cnt,
    input [3:0] bit_cnt,
    input [5:0] prescale,
    input stp_err,
    input strt_glitch,
    input par_err,
    input PAR_EN,
    output reg dat_samp_en,
    output reg deser_en,
    output reg data_valid,
    output reg stp_chk_en,
    output reg strt_chk_en,
    output reg par_chk_en,
    output reg count_enable
);
wire edge_done,edge_chk_done;
reg [2:0] ns,cs;
parameter IDEL = 0,
          START = 1,
          READ = 2,
          PARITY = 3,
          STOP = 4,
          CHK_ERR = 5;
always @(posedge clk or negedge rst) begin
    if(!rst)
        cs<=IDEL;
    else
        cs<=ns;
end
always @(*) begin
    case (cs)
      IDEL  :
        if(!RX_IN)
            ns=START;
        else
            ns=IDEL;
      START  : begin
        if(bit_cnt==4'b1 && edge_done )begin
            if(!strt_glitch)
                ns=READ;
            else
                ns=IDEL;
        end
        else
            ns=START;
        end
      READ : begin
            if (bit_cnt==(prescale+1) && edge_done) begin
                if (PAR_EN)
                    ns=PARITY;
                else 
                    ns=STOP;
            end
            else
                ns=READ;
        end
      PARITY : begin
        if (bit_cnt==4'd10 && edge_done)
            ns=STOP;
        else 
            ns=PARITY;
        end 
      STOP : begin
        if (PAR_EN) begin
            if (bit_cnt==4'd11 && edge_chk_done)
                ns=CHK_ERR; 
            else
                ns=STOP;
        end
        else begin
            if (bit_cnt==4'd10 && edge_chk_done)
                ns=CHK_ERR;
            else
                ns=STOP;
        end
      end
      CHK_ERR : begin
        if (RX_IN)
            ns=IDEL;
        else
            ns=START;
      end
      default : ns=IDEL;
    endcase
end
always @(*) begin
    case (cs)
      IDEL  : begin
        if (RX_IN) begin
        dat_samp_en=0;
        deser_en=0;
        data_valid=0;
        stp_chk_en=0;
        strt_chk_en=0;
        par_chk_en=0;
        count_enable=0; 
        end
        else begin
        dat_samp_en=1;
        deser_en=0;
        data_valid=0;
        stp_chk_en=0;
        strt_chk_en=1;
        par_chk_en=0;
        count_enable=1;
        end
        end 
      START  : begin
        dat_samp_en=1;
        deser_en=0;
        data_valid=0;
        stp_chk_en=0;
        strt_chk_en=1;
        par_chk_en=0;
        count_enable=1;
        end
      READ : begin
        dat_samp_en=1;
        deser_en=1;
        data_valid=0;
        stp_chk_en=0;
        strt_chk_en=0;
        par_chk_en=0;
        count_enable=1;
      end
      PARITY : begin
        dat_samp_en=1;
        deser_en=0;
        data_valid=0;
        stp_chk_en=0;
        strt_chk_en=0;
        par_chk_en=1;
        count_enable=1;
        end 
      STOP : begin
        dat_samp_en=1;
        deser_en=0;
        stp_chk_en=1;
        strt_chk_en=1;
        par_chk_en=0;
        count_enable=1;
      end
      CHK_ERR : begin
        dat_samp_en=1;
        deser_en=0;
        stp_chk_en=0;
        strt_chk_en=0;
        par_chk_en=0;
        count_enable=0;
        if ((par_err == 0 && stp_err == 0))
            data_valid=1;
        else
            data_valid=0;
      end
      default : begin
        dat_samp_en=0;
        deser_en=0;
        data_valid=0;
        stp_chk_en=0;
        strt_chk_en=0;
        par_chk_en=0;
        count_enable=0;
      end
    endcase
end
assign edge_done = (edge_cnt==(prescale)) ? 1:0;
assign edge_chk_done = (edge_cnt==(prescale-1)) ? 1:0;
endmodule
module FSM_TX(
    input CLK,
    input RST,
    input DATA_VALID,
    input ser_done,
    input PAR_EN,
    output reg ser_en,
    output reg busy,
    output reg [1:0] mux_sel
);
parameter IDEL = 3'b000,
          START = 3'b001,
          DATA = 3'b011,
          PARITY = 3'b010,
          STOP = 3'b110;
reg [2:0] ns,cs;
reg busy_shift;
always @(posedge CLK or negedge RST) begin
    if(!RST)
        cs<=IDEL;
    else
        cs<=ns;
end
always @(*) begin
    if (!RST) begin
        ns=IDEL;
    end
    else begin
        case (cs)
          IDEL  : begin
            if (DATA_VALID)
                ns=START;
              else
                ns=IDEL; 
          end
          START :begin
                ns=DATA;
            end 
          DATA :begin
              if (ser_done) begin
                if (PAR_EN)
                  ns=PARITY;
                else
                  ns=STOP;
              end
              else 
                ns=DATA;
            end 
          PARITY  :begin
              ns=STOP;
            end 
          STOP :begin
              ns=IDEL;
            end 
            default: ns=IDEL;
        endcase
    end
end
always @(*) begin
   if (!RST) begin
    busy_shift=0;
    ser_en=0;
    mux_sel=0;
   end
   else begin
     case (cs)
          IDEL  : begin
            busy_shift=0;
            ser_en=0;
            mux_sel=0;
          end 
          START :begin
            busy_shift=1;
            ser_en=0;
            mux_sel=0;
            end 
          DATA :begin
            busy_shift=1;
            ser_en=1;
            mux_sel=1;
            if (ser_done) begin
              ser_en=0;
            end
            else begin
              ser_en=1;
            end
            end 
          PARITY  :begin
            busy_shift=1;
            ser_en=0;
            mux_sel=2'd2;
            end 
          STOP :begin
            busy_shift=1;
            ser_en=0;
            mux_sel=2'd3;
            end 
            default: begin
              busy_shift=0;
            ser_en=0;
            mux_sel=2'd0;
            end
        endcase
   end
end
always @(posedge CLK or negedge RST) begin
  if (!RST) begin
    busy<=0;
  end
  else begin
    busy<=busy_shift;
  end
end
endmodule
module TX_MUX(
    input CLK,
    input RST,
    input [1:0] mux_sel,
    input start_bit,
    input stop_bit,
    input ser_data,
    input par_bit,
    output reg TX_OUT
);
reg OUT;
always @(*) begin
    case (mux_sel)
      2'b00  : OUT=start_bit;
      2'b01  : OUT=ser_data;
      2'b10  : OUT=par_bit;
      2'b11  : OUT=stop_bit;
    endcase
end
always @(posedge CLK or negedge RST) begin
    if (!RST) begin
        TX_OUT<=0;
    end
    else begin
      TX_OUT<=OUT;
    end
end
endmodule
module TX_Parity_Calc #(parameter DATA_WIDTH = 8)(
    input CLK,
    input RST,
    input DATA_VALID,
    input [DATA_WIDTH-1:0] P_DATA,
    input PAR_TYP,
    input PAR_EN,
    input busy,
    output reg par_bit
);
reg [DATA_WIDTH-1:0] data;
always @(posedge CLK or negedge RST) begin
    if (!RST) begin
        data<=0;
    end
    else begin
      if (DATA_VALID && !busy) begin
        data<=P_DATA;
      end
    end
end
always @(posedge CLK or negedge RST) begin
    if (!RST) begin
        par_bit<=0;
    end
    else begin
        if (PAR_EN) begin
            if (!PAR_TYP) begin
                 par_bit<= ^data;
              end
              else begin
                par_bit<= ~^data;
              end
        end
        else begin
            par_bit=0;
        end
end
end
endmodule
module TX_serializer #(parameter DATA_WIDTH = 8)(
    input CLK,
    input RST,
    input DATA_VALID,
    input [DATA_WIDTH-1:0] P_DATA,
    input ser_en,
    input busy,
    output ser_done,
    output ser_data
);
reg [DATA_WIDTH-1:0] data;
reg [2:0] count;
always @(posedge CLK or negedge RST) begin
    if (!RST) begin
        data<=0;
        count<=0;
    end
    else begin
      if (DATA_VALID && !busy) begin
        data<=P_DATA;
        count<=0;
      end
      else begin
        if (ser_en) begin
        data<=data>>1;
        count<=count+1;
        end
      end
    end
end
assign ser_data = data[0];
assign ser_done = (count==7) ? 1:0;
endmodule
module UART_RX #(parameter DATA_WIDTH=8)(
    input clk,
    input rst,
    input [5:0] prescale,
    input PAR_EN,
    input PAR_TYP,
    input RX_IN,
    output [DATA_WIDTH-1:0] P_DATA,
    output DATA_VLD,
    output PAR_ERR,
    output STP_ERR
);
wire [5:0] edge_cnt_wire;
wire [3:0] bit_cnt_wire;
wire strt_glitch_wire;
wire dat_samp_en_wire;
wire deser_en_wire;
wire stp_chk_en_wire;
wire strt_chk_en_wire;
wire par_chk_en_wire;
wire count_enable_wire;
wire sampled_bit_wire;
FSM_RX module1 (
    .RX_IN(RX_IN),
    .clk(clk),
    .rst(rst),
    .edge_cnt(edge_cnt_wire),
    .bit_cnt(bit_cnt_wire),
    .prescale(prescale),
    .stp_err(STP_ERR),
    .strt_glitch(strt_glitch_wire),
    .par_err(PAR_ERR),
    .PAR_EN(PAR_EN),
    .dat_samp_en(dat_samp_en_wire),
    .deser_en(deser_en_wire),
    .data_valid(DATA_VLD),
    .stp_chk_en(stp_chk_en_wire),
    .strt_chk_en(strt_chk_en_wire),
    .par_chk_en(par_chk_en_wire),
    .count_enable(count_enable_wire)
);
edge_bit_counter module2 (
    .clk(clk),
    .rst(rst),
    .enable(count_enable_wire),
    .prescale(prescale),
    .edge_cnt(edge_cnt_wire),
    .bit_cnt(bit_cnt_wire)
);
data_sampling module3 (
    .RX_IN(RX_IN),
    .clk(clk),
    .rst(rst),
    .edge_cnt(edge_cnt_wire),
    .dat_samp_en(dat_samp_en_wire),
    .prescale(prescale),
    .sampled_bit(sampled_bit_wire)
);
deserializer module4 (
    .sampled_bit(sampled_bit_wire),
    .deser_en(deser_en_wire),
    .clk(clk),
    .rst(rst),
    .edge_cnt(edge_cnt_wire),
    .prescale(prescale),
    .p_out(P_DATA)
);
Parity_check module5 (
    .clk(clk),
    .rst(rst),
    .PAR_TYP(PAR_TYP),
    .par_chk_en(par_chk_en_wire),
    .prescale(prescale),
    .sampled_bit(sampled_bit_wire),
    .p_out(P_DATA),
    .par_err(PAR_ERR)
);
strt_check module6 (
    .clk(clk),
    .rst(rst),
    .strt_chk_en(strt_chk_en_wire),
    .sampled_bit(sampled_bit_wire),
    .strt_glitch(strt_glitch_wire)
);
stop_check module7 (
    .clk(clk),
    .rst(rst),
    .stp_chk_en(stp_chk_en_wire),
    .sampled_bit(sampled_bit_wire),
    .stp_err(STP_ERR)
);
endmodule
module UART_TOP #(parameter DATA_WIDTH=8)(
    input RX_CLK,
    input RST,
    input [7:0] UART_CONFG,
    input RX_IN,
    input TX_CLK,
    input F_EMPTY,
    input [DATA_WIDTH-1:0] RD_DATA,
    output Busy,
    output TX_OUT,
    output [DATA_WIDTH-1:0] P_DATA,
    output DATA_VLD,
    output PAR_ERR,
    output STP_ERR
);
UART_RX DUT1(
    .clk(RX_CLK),
    .rst(RST),
    .prescale(UART_CONFG[7:2]),
    .PAR_EN(UART_CONFG[0]),
    .PAR_TYP(UART_CONFG[1]),
    .RX_IN(RX_IN),
    .P_DATA(P_DATA),
    .DATA_VLD(DATA_VLD),
    .PAR_ERR(PAR_ERR),
    .STP_ERR(STP_ERR)
);
UART_TX DUT2 (
    .CLK(TX_CLK),
    .RST(RST),
    .DATA_VALID(~F_EMPTY),
    .PAR_TYP(UART_CONFG[1]),
    .PAR_EN(UART_CONFG[0]),
    .P_DATA(RD_DATA),
    .busy(Busy),
    .S_DATA(TX_OUT)
);
endmodule
module UART_TX #(parameter DATA_WIDTH=8)(
    input CLK,
    input RST,
    input DATA_VALID,
    input PAR_TYP,
    input PAR_EN,
    input [DATA_WIDTH-1:0] P_DATA,
    output busy,
    output S_DATA
);
wire ser_done_wire;
wire ser_en_wire;
wire ser_data_wire;
wire par_bit_wire;
wire [1:0] mux_sel_wire;
FSM_TX DUT1 (
    .CLK(CLK),
    .RST(RST),
    .DATA_VALID(DATA_VALID),
    .ser_done(ser_done_wire),
    .PAR_EN(PAR_EN),
    .ser_en(ser_en_wire),
    .busy(busy),
    .mux_sel(mux_sel_wire)
);
TX_serializer #(.DATA_WIDTH(DATA_WIDTH)) DUT2 (
    .CLK(CLK),
    .RST(RST),
    .DATA_VALID(DATA_VALID),
    .P_DATA(P_DATA),
    .ser_en(ser_en_wire),
    .busy(busy),
    .ser_done(ser_done_wire),
    .ser_data(ser_data_wire)
);
TX_Parity_Calc #(.DATA_WIDTH(DATA_WIDTH)) DUT3 (
    .CLK(CLK),
    .RST(RST),
    .DATA_VALID(DATA_VALID),
    .P_DATA(P_DATA),
    .PAR_TYP(PAR_TYP),
    .PAR_EN(PAR_EN),
    .busy(busy),
    .par_bit(par_bit_wire)
);
TX_MUX DUT4 (
    .CLK(CLK),
    .RST(RST),
    .mux_sel(mux_sel_wire),
    .start_bit(1'b0),
    .stop_bit(1'b1),
    .ser_data(ser_data_wire),
    .par_bit(par_bit_wire),
    .TX_OUT(S_DATA)
);
endmodule
module data_sampling (
    input RX_IN,
    input clk,
    input rst,
    input [5:0] edge_cnt,
    input dat_samp_en,
    input [5:0] prescale,
    output reg sampled_bit
);
reg [2:0] sample;
always @(posedge clk or negedge rst) begin
    if (!rst) begin
        sample<=1'b0;
    end
    else begin
      if (dat_samp_en) begin
        if(edge_cnt== prescale>>1 || edge_cnt== ((prescale>>1)-1) || edge_cnt== ((prescale>>1)+1))begin
            sample<={sample[1:0],RX_IN};
        end
      end
      else 
        sample<=1'b0;
    end
end
always @(posedge clk or negedge rst) begin
    if (!rst) begin
        sampled_bit<=1'b0;
    end
    else begin
        if (dat_samp_en) begin
            if (edge_cnt== prescale-2) begin
                case (sample)
                3'b000  : sampled_bit<=1'b0;
                3'b001  : sampled_bit<=1'b0;
                3'b010  : sampled_bit<=1'b0;
                3'b011  : sampled_bit<=1'b1;
                3'b100  : sampled_bit<=1'b0;
                3'b101  : sampled_bit<=1'b1;
                3'b110  : sampled_bit<=1'b1;
                3'b111  : sampled_bit<=1'b1;
                endcase
            end
        end
        else
            sampled_bit<=1'b0;
    end
end
endmodule
module deserializer #(parameter DATA_WIDTH=8)(
    input sampled_bit,
    input deser_en,
    input clk,
    input rst,
    input [5:0] edge_cnt,
    input [5:0] prescale,
    output reg [DATA_WIDTH-1:0] p_out
);
always @(posedge clk or negedge rst) begin
    if (!rst) begin
        p_out<=0;
    end
    else begin
      if (deser_en) begin
        if (edge_cnt==(prescale-1)) begin
            p_out<={sampled_bit,p_out[7:1]};
        end
      end
    end
end
endmodule
module edge_bit_counter(
    input enable,
    input clk,
    input rst,
    input [5:0] prescale,
    output reg [5:0] edge_cnt,
    output reg [3:0] bit_cnt
);
always @(posedge clk or negedge rst) begin
    if(!rst)begin
      bit_cnt<=0;
      edge_cnt<=1;
    end
    else begin
      if (enable) begin
        if (edge_cnt != prescale) begin
          edge_cnt<=edge_cnt+1;
        end
        else
          edge_cnt<=1;
        if (bit_cnt==0) begin
          bit_cnt<=1;
        end  
        else if (edge_cnt == prescale)
          bit_cnt<=bit_cnt+1;
    end
    else begin
      edge_cnt<=0;
      bit_cnt<=0;
    end
    end
end
endmodule
module Parity_check #(parameter DATA_WIDTH=8)(
    input clk,
    input rst,
    input PAR_TYP,
    input par_chk_en,
    input [5:0] prescale,
    input sampled_bit,
    input [DATA_WIDTH-1:0] p_out,
    output reg par_err
);
wire parity;
always @(posedge clk or negedge rst) begin
    if (!rst) begin
        par_err<=0;
    end
    else begin
        if (par_chk_en) begin
            par_err<= parity ^ sampled_bit;
            end
        end
    end
assign parity = (!PAR_TYP) ? ^p_out : ~^p_out;
endmodule
module stop_check(
    input clk,
    input rst,
    input stp_chk_en,
    input sampled_bit,
    output reg stp_err
);
always @(posedge clk or negedge rst) begin
    if (!rst) begin
        stp_err<=0;
    end
    else begin
      stp_err<= (!sampled_bit) ? 1'b1:1'b0;
    end
end
endmodule
module strt_check(
    input clk,
    input rst,
    input strt_chk_en,
    input sampled_bit,
    output reg strt_glitch
);
always @(posedge clk or negedge rst) begin
    if (!rst) begin
        strt_glitch<=0;
    end
    else begin
      if (strt_chk_en) begin
        strt_glitch<=sampled_bit;
      end
    end
end
endmodule
==> /design/flow/run.sh <==
#!/bin/bash
# OpenROAD 26Q1-2900-gdf79404cd8, Yosys 0.63+post, stock flow scripts
make -C /OpenROAD-flow-scripts/flow DESIGN_CONFIG=/design/flow/config.mk WORK_HOME=/design/flow/orfs finish
==> /design/flow/config.mk <==
export PLATFORM = sky130hd
export DESIGN_NAME = UART_TOP
export DESIGN_NICKNAME = UART_TOP
export VERILOG_FILES = /design/flow/design.v
export SDC_FILE = /design/flow/constraint.sdc
export NUM_CORES = 4
export LEC_CHECK = 1
export CORE_UTILIZATION = 30
==> /design/flow/constraint.sdc <==
current_design UART_TOP

set clk_period 2.6
set clk_io_pct 0.2

create_clock -name clk0 -period $clk_period [get_ports {RX_CLK}]
create_clock -name clk1 -period $clk_period [get_ports {TX_CLK}]

set non_clock_inputs [all_inputs -no_clocks]
set_input_delay [expr $clk_period * $clk_io_pct] -clock clk0 $non_clock_inputs
set_output_delay [expr $clk_period * $clk_io_pct] -clock clk0 [all_outputs]
==> notes.md <==
flow finished, numbers: status finished, final reports clean, worst-margin pin slew just under 0.8 ns, Top-area cell share 40.47%, chip area 11770 sq um, met1 usage a little over a fifth, Ports 34, critical path arrival 2.67 ns, crit path launch type input port, M3 GR Usage between 2 and 3%, total gr overflow 0, post-route antenna net violation count 0, R2R cell count 5, drt via density 4.676, RSZ-0062 raised after global routing yes, EDFF count, synth 0, Worst path slowest cell clkdlybuf4s50_1, Core Region 10940 sq um, Die Wd 108.5 um, final instance count without filler cells 559, register pins left without a clock 1, via count 2614, number of unconstrained endpoints 2, Min-Delay Path Class input port to asynchronous set/reset pin, maximum fanout along the worst path 4, dpl ws -0.3174 ns, Worst R2R Setup Slack ~0.50 ns, P&R area growth vs syn 30.83%, Registers, synthesis 59, CTS tree yes, Worst Skew 0.004778 ns, Final Max Tran Viols 0, clock-pin slew on the worst setup and hold paths about 0.070 ns, dpl hpwl 5.306 mm, PD cells approximately 780 nW/um^2, Setup crit end kind register, grt peak-use layer met1, Peak supply drop roughly 530 uV, First-pass DRT Iterations 4, CP max stage delay 0.47 ns, final setup margin 0.08226 ns, worst flop-to-flop path endpoint DUT1.module3.sample[0], largest net degree at the start of global routing 66, Yosys cell types 59, ant diodes 0, first-pass GRT wire length 12.43 mm, Design Power 3.490 mW, Critical R2R Launch DUT1.module2.edge_cnt[2], Log Warnings 33, average size of a mapped cell 9.800 sq um, Design Area, Final 4449 sq um, count of final hold-check violations 0, YS chip area 3401 sq um, placed cells between 500 and 600, Final Setup Violations 0, row count 38, Die Y 108.5 um, fraction of registers with async set/reset 98.31%, overall routing resource usage 13.53%, top cells by area dfrtp_1, xnor2_1, nand2_1, met2 usage 19.67%, share of post-route cells with drive strength above 1 20.53%, yosys cell count 347, 1st-iter DRT viols about 120, static leakage about 2 nW, placed cell areas roughly 4100 sq um, crit-path cells clkdlybuf4s50_1 > buf_4 > a2111oi_0 > nor3_1 > a31o_2 > a2111oi_4 > mux2_2, Util after Layout between 40% and 50%, Max-slew headroom 47.90%, DRC Markers 0, WS Path Type input port to register, Critical Path RT 2.75 ns, postcts setup bufs 0, routability cong. 0.8029, Ys Warns 11, Mapped Cells 347, max cap viols 0, dominant register cell dfrtp_1, Routed WL per cell 12.72 um, Synth area leader dfrtp_1, vias in the first global route 2617, initial antenna violation count 0, I/O Buffers 32, Cell Area, Synth 3401 sq um, fp_density 31.10%, final wirelength 7.113 mm
## logic make-up (layout without fill, tap and decap cells)
logic type	count (synthesis)	after routing	synth area share, %
xor+xnor	51	51	13.13
simple gates	129	129	18.84
latches	1	1	0.4414
fa+ha+maj	13	13	4.709
buf+inv	29	101	3.642
flops	58	58	42.79
compound gates	42	42	8.941
mux	24	24	7.506
## cells in the mapped netlist (all sizes together) (3+ instances only)
cell type	n
nand3b	3
nor3b	3
dfrtp	55
nand2	47
xor2	16
a21oi	6
mux2i	12
dfstp	3
xnor2	35
clkbuf	8
buf	8
o21ai	14
ha	12
inv	13
mux2	12
nor2	32
nand3	10
nor3	6
nand4	7
nor2b	6
## layer usage
metal	wire length, um	up-vias
met5	0	-
li1	-	1316
met3	203	6
met4	57	0
met1	3688	1265
met2	3163	27
## flip-flops by register name, indices dropped and copies added (netlist names), 3 cells and up
name	cells
DUT1.module4.p_out	8
DUT2.DUT2.data	8
DUT2.DUT3.data	8
DUT1.module1.cs	6
DUT1.module2.edge_cnt	6
DUT2.DUT1.cs	5
DUT1.module2.bit_cnt	4
DUT1.module3.sample	3
DUT2.DUT2.count	3
## through the flow
step / hold WS [ns] / TNS (ns)
finish: 0.4652 / 0
global placement: 0.4640 / -4.009
global route: 0.5031 / -0.05543
floorplan: 0.2244 / 0
detailed placement: 0.4689 / -4.110
CTS: 0.4833 / 0
## timing repair
item                       in CTS  in global routing
setup endpoints to repair      11                 13
pin swaps                       1                  3
gates resized                   1                 10
hold buffers                    0                  0
## layout by cell type (no fill, tap or decap), drive strengths merged, types with 3 or more instances in the layout
| cell type | instances |
|---|---|
| clkdlybuf4s50 | 29 |
| nor2 | 32 |
| nor2b | 6 |
| xor2 | 16 |
| nand2 | 47 |
| dfrtp | 55 |
| ha | 12 |
| nand4 | 7 |
| a21oi | 6 |
| nand3b | 3 |
| clkbuf | 9 |
| buf | 45 |
| mux2 | 12 |
| mux2i | 12 |
| xnor2 | 35 |
| nor3b | 3 |
| o21ai | 14 |
| dfstp | 3 |
| nand3 | 10 |
| inv | 13 |
| nor3 | 6 |
## worst max-delay path by stage
stage | startpoint | to | slack, ns | cells past startpoint
finish | UART_CONFG[7] | DUT1.module3.sample[0] | 0.08 | 7
global route | UART_CONFG[7] | DUT1.module1.cs[1] | -0.02 | 9
CTS | UART_CONFG[4] | DUT1.module3.sample[1] | 0.004 | 8
## power by group
| group | switching (mW) | internal, mW |
|---|---|---|
| sequential | 0.240 | 1.09 |
| combinational | 0.536 | 0.601 |
| clock | 0.335 | 0.683 |
| total | 1.11 | 2.38 |
## area by class of cell
class	instances	area, sq um
clock buffer	9	214.0
clock inverter	3	40.04
fill	1063	6486
inverter	13	48.80
multi-input combinational	259	1847
sequential	59	1470
tap	140	175.2
timing repair buffer	76	654.4
## critical path, delay by kind of cell
kind / cells / cell delay, ns
compound gates: 3 / 1.04
buf+inv: 2 / 0.65
mux: 1 / 0.38
simple gates: 1 / 0.08
Power figures rest on the tool's default switching activity, not on a simulated workload.
